$ cat design/flow/constraint.sdc
current_design Machine

set clk_period 4.3
set clk_io_pct 0.2

create_clock -name clk0 -period $clk_period [get_ports {clk}]

set non_clock_inputs [all_inputs -no_clocks]
set_input_delay [expr $clk_period * $clk_io_pct] -clock clk0 $non_clock_inputs
set_output_delay [expr $clk_period * $clk_io_pct] -clock clk0 [all_outputs]
$ cat design/flow/config.mk
export PLATFORM = sky130hd
export DESIGN_NAME = Machine
export DESIGN_NICKNAME = Machine
export VERILOG_FILES = /design/flow/design.v
export SDC_FILE = /design/flow/constraint.sdc
export NUM_CORES = 4
export LEC_CHECK = 1
export CORE_UTILIZATION = 40
$ cat design/flow/design.v
`timescale 1ns / 1ps
module Machine( input clk,
					 input IN,  
					 input ID,  
					 input IQ,  
					 input IO,  
					 input IE,  
					 output reg give_soda,  
					 output reg give_diet,  
					 output reg status,  
					 output reg change 
					); 
	reg [27:0] T;  
	reg T_sig;  
	reg [13:0] S;  
	reg dispensing;  
	wire N, D, Q, O, E;
	localparam max_T = 250000000;
	initial 
	begin
		S = 13'd1; 
		change = 0;
		give_soda = 0;
		give_diet = 0;
		dispensing = 0;
		status = 1;
		T = 28'd0;
	end
	debounce_input UTT (clk, IN, ID, IQ, IO, IE, N, D, Q, O, E);
	always @ (negedge clk)  
	begin
		T_sig <= T == max_T;
		T <= ~dispensing | (T == max_T) ? 28'd0 : T + 28'd1; 
		status <= S[0] | S[1] | S[2] | S[3] | S[4] | S[5] | S[6] | S[7] | S[8]; 
	end
	always @ (posedge clk)
	begin		
		if (dispensing)
		begin
			if (T_sig)
			begin
				give_soda <= 1'b0;
				give_diet <= 1'b0;
				if (S[9])
				begin
					S <= 13'd1;
					dispensing <= 1'b0;
				end
				else
				begin
					if (change)
						S[13:9] <= { 1'b0, S[13], S[12], S[11], S[10] };
					change <= ~change;
				end
			end
		end
		else
		begin
			if (status)
			begin
				if (N | D | Q)
				begin 
					S[0]  <=  1'b0;
					S[1]  <=  S[0] & N;
					S[2]  <= (S[0] & D) | (S[1] & N);
					S[3]  <= (S[1] & D) | (S[2] & N);
					S[4]  <= (S[2] & D) | (S[3] & N);
					S[5]  <= (S[0] & Q) | (S[3] & D) | (S[4] & N);
					S[6]  <= (S[1] & Q) | (S[4] & D) | (S[5] & N);
					S[7]  <= (S[2] & Q) | (S[5] & D) | (S[6] & N);
					S[8]  <= (S[3] & Q) | (S[6] & D) | (S[7] & N);
					S[9]  <= (S[4] & Q) | (S[7] & D) | (S[8] & N);
					S[10] <= (S[5] & Q) | (S[8] & D);
					S[11] <=  S[6] & Q;
					S[12] <=  S[7] & Q;
					S[13] <=  S[8] & Q;
				end
			end
			else if (O | E)
			begin
				give_soda <= O;
				give_diet <= E;
				dispensing <= 1'b1;
			end
		end
	end
endmodule
`timescale 1ns / 1ps
module debounce_input (	input clk, 
								input N,
								input D, 
								input Q,
								input O, 
								input E,
								output DN,
								output DD, 
								output DQ,
								output DO,
								output DE
							 );
	reg pe_ff, ne_ff;
	reg [20:0] T;
	reg [4:0] b;
	initial pe_ff = 1'b0;
	initial ne_ff = 1'b0;
	initial T = 21'd0;
	initial b = 5'd0;
	always @ (posedge clk)
	begin
		pe_ff <= N | D | Q | O | E;
	end
	always @ (negedge clk)
	begin
		ne_ff <= N | D | Q | O | E;
	end
	always @ (negedge clk)
	begin
		if (~pe_ff | ~ne_ff)  
			T <= 21'd0;  
		else if (T != 1048577) 
			T <= T + 21'd1;
		b[4] <= (N & ~D & ~Q & ~O & ~E & (T == 1048576));
		b[3] <= (~N & D & ~Q & ~O & ~E & (T == 1048576));
		b[2] <= (~N & ~D & Q & ~O & ~E & (T == 1048576));
		b[1] <= (~N & ~D & ~Q & O & ~E & (T == 1048576));
		b[0] <= (~N & ~D & ~Q & ~O & E & (T == 1048576)); 
	end
	assign DN = b[4];
	assign DD = b[3];
	assign DQ = b[2];
	assign DO = b[1];
	assign DE = b[0];
endmodule
$ cat design/flow/run.sh
#!/bin/bash
# OpenROAD 26Q1-2900-gdf79404cd8, Yosys 0.63+post, stock flow scripts
make -C /OpenROAD-flow-scripts/flow DESIGN_CONFIG=/design/flow/config.mk WORK_HOME=/design/flow/orfs finish
==> results.tsv <==
stage	metric	value	unit
placement	dpl hpwl	4430	um
timing	slew margin rel.	44.4	%
timing	Setup TNS Final	0	ps
floorplanning	die area	9240	sq um
global_routing	busiest grt layer	met1	
detailed_routing	drt via density	5.26	
yosys	synthesis area per yosys	3550	sq um
worst_hold_path	worst hold path class	flop to flop	
layout	Area growth, synth to finish	16.8	%
global_routing	gr usage total	15.9	%
detailed_routing	DRC	0	
critical_path	CP cell instances	clkdlybuf4s50_1	
global_routing	initial antenna violation count	0	
run	MaxCap Viol Count	0	
clock_network	Setup Buffers After CTS	0	
clock_network	Root Buffer	clkbuf_8	
timing	unrepaired setup endpoints after global routing	no	
power_and_ir_drop	power density over the cells	431	nW/um^2
yosys	top-count cell post-synth	dfxtp_1	
global_routing	largest net degree at the start of global routing	29	
yosys	Synth Area per Inst	9.48	sq um
clock_network	# resized after CTS	0	
global_routing	vias in the first global route	2572	
yosys	Seq/Total Area, Yosys	47.7	%
critical_path	crit path DRT	3440	ps
global_routing	GR Util met1	24.0	%
critical_path	worst endpoint data arrival time	3360	ps
critical_path	FF-to-FF End	S[7]	
detailed_routing	iteration count of the initial detailed-routing pass	6	
run_status	outcome	completed	
critical_path	stages on the worst setup path	1	
critical_path	cells on worst reg2reg path	3	
critical_path	R2R Setup Slk	240	ps
detailed_routing	Via Count	2872	
yosys	top cells by count	59 x dfxtp_1, 42 x nor2_1, 23 x nand2_1	
critical_path	r2r startpoint	UTT.b[3]	
critical_path	Critical Path Slowest Stage Cell	clkdlybuf4s50_1	
yosys	synthesized netlist cell count	374	
timing	clk_skew	60.3	ps
critical_path	startpoint types	flop	
yosys	EDFF count, synth	17	
floorplanning	die width	96.2	um
critical_path	crit path kind	flop to primary output	
floorplanning	core area	8380	sq um
power_and_ir_drop	total leakage power	1.61	nW
clock_network	cts hold-fix bufs	0	
detailed_routing	Routed WL	6710	um
run	OpenROAD warning count	85	
clock_network	worst skew pair latency	400	ps
timing	Final Hold Fails	0	
yosys	dominant register cell	dfxtp_1	
yosys	Netlist cell types	48	
layout	fill cell count	754	
yosys	cells in synth_stat.txt	374	
critical_path	CP delay by family, top	buffers and inverters	
clock_network	total CTS buffers	9	
yosys	synthesis-stage register bit count	76	
yosys	biggest area cells	dfxtp_1 33%, edfxtp_1 14%, nor2_1 4.4%, xnor2_1 4.4%, a21oi_1 3.1%	
placement	port buffer count	9	
detailed_routing	DR WL/cell	12.3	um
yosys	Synth area leader	dfxtp_1	
critical_path	Critical Path Source	status	
global_routing	GR Layer Usage met3	6.10	%
critical_path	Bufs and invs on worst path	1	
global_routing	first-pass GRT wire length	11400	um
power_and_ir_drop	worst vdd ir	0.000217	V
critical_path	Max stage delay on crit path	470	ps
placement	GP Congestion	0.832	
floorplanning	num ports	10	
detailed_routing	antenna fix cells	0	
global_routing	met2 usage	22.0	%
timing	Setup violations, final	0	
layout	share of layout cells above drive strength 1	6.80	%
clock_network	CTS tree	done	
clock_network	CTS sink cnt	76	
clock_network	H-tree levels	3	
critical_path	Critical Path Sink Type	primary output	
yosys	Top cell area share	33.3	%
floorplanning	die extent in y	96.2	um
clock_network	Worst-path clk slew	40	ps
clock_network	CTS Buffer Depth	2	
timing	Final Slew Violations	0	
detailed_routing	post-route ant nets	0	
yosys	Post-synth ARST share	0	%
yosys	Syn Std Cell Area	3550	sq um
floorplanning	floorplan utilization	42.3	%
critical_path	Critical Path Sink	status	
yosys	Syn. warnings	2	
timing	Worst-Margin Slew	832	ps
critical_path	Crit Path Max Fanout	3	
global_routing	global route total overflow	0	
detailed_routing	1st-iter DRT viols	160	
floorplanning	Std-Cell Rows	33	
worst_hold_path	hold path startpoint	T[26]	
power_and_ir_drop	Tot Pwr	1.78	mW
[cell usage in the layout, fill, tap and decap left out, drive strengths merged, types with 5 or more instances in the layout]
cell           synthesis  layout
a21oi                 25      25
or3                   11      11
xor2                   5       5
nand4                 16      16
edfxtp                17      17
and4                   6       6
inv                   16      73
nor3                  10      10
a222oi                 5       5
and3                   7       7
clkbuf                 8      10
clkdlybuf4s50          0       9
nand2                 23      23
nor2                  42      42
xnor2                 18      18
dfxtp                 59      59
o21ai                 14      14
nand3                 16      16
or4                   11      11
o31ai                  9       9
nor4                  14      14
ha                     5       5
[power by group]
part	internal, mW	switching (mW)
registers	0.766	0.0451
clock network	0.459	0.396
logic	0.0503	0.0667
total	1.28	0.507
[registers in the layout, summed over array words and instances (netlist names)]
signal,count
status,1
T_sig,1
dispensing,1
UTT.pe_ff,1
give_soda,1
UTT.b,5
UTT.T,21
S,14
T,28
UTT.ne_ff,1
give_diet,1
change,1
[routing by layer]
layer / share of wire (%) / vias to the layer above
met3: 4.5 / 5
li1: - / 1503
met5: 0 / -
met2: 42 / 52
met1: 53 / 1312
met4: 0.74 / 0
[worst min-delay path by stage]
stage	cells after the start	to	slack, ps
finish	2	T[26]	480
global route	2	T[27]	510
CTS	2	T[27]	480
[area by class of cell]
cell class | instances | area, sq um | share of cell area, %
Multi-Input combinational cell | 267 | 1710 | 41.2
Sequential cell | 76 | 1690 | 40.9
Clock inverter | 63 | 330 | 7.98
Tap cell | 105 | 131 | 3.17
Clock buffer | 10 | 128 | 3.08
Timing Repair Buffer | 10 | 97.6 | 2.36
Inverter | 15 | 56.3 | 1.36
[cell families after synthesis]
kind of cell             Yosys count  synth area share [%]
AND/OR/NAND/NOR                  172                  27.8
flip-flops                        76                  47.7
AND-OR/OR-AND                     67                  12.9
buffers and inverters             31                  4.20
XOR/XNOR                          23                  5.68
adder cells (fa/ha/maj)            5                  1.76
[metrics by stage]
step / area (sq um) / worst slack [ps] / cells / utilization, % / hold slack, ps
after floorplan: 3550 / 476 / 374 / - / 406
after global placement: 3690 / 100 / 474 / 44.0 / 463
after detailed placement: 3690 / 112 / 474 / 44.0 / 474
after global routing: 4140 / 28.7 / 546 / 49.4 / 508
final: 4140 / 84.6 / 546 / 49.4 / 480
after CTS: 4140 / 76.3 / 546 / 49.4 / 479
Power figures rest on the tool's default switching activity, not on a simulated workload.
